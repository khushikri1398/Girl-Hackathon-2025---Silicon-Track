==> ./run.sh <==
#!/bin/bash
# OpenROAD 26Q1-2900-gdf79404cd8, Yosys 0.63+post, stock flow scripts
make -C /OpenROAD-flow-scripts/flow DESIGN_CONFIG=/design/flow/config.mk WORK_HOME=/design/flow/orfs finish
==> ./config.mk <==
export PLATFORM = sky130hd
export DESIGN_NAME = complex_datapath_0882
export DESIGN_NICKNAME = complex_datapath_0882
export VERILOG_FILES = /design/flow/design.v
export SDC_FILE = /design/flow/constraint.sdc
export NUM_CORES = 4
export LEC_CHECK = 1
export CORE_UTILIZATION = 40
==> ./constraint.sdc <==
current_design complex_datapath_0882

set clk_period 43.7
set clk_io_pct 0.2

create_clock -name clk0 -period $clk_period

set non_clock_inputs [all_inputs -no_clocks]
set_input_delay [expr $clk_period * $clk_io_pct] -clock clk0 $non_clock_inputs
set_output_delay [expr $clk_period * $clk_io_pct] -clock clk0 [all_outputs]
==> ./design.v <==
module complex_datapath_0882(
    input clk,
    input rst_n,
    input [13:0] a, b, c, d,
    input [7:0] mode,
    output reg [13:0] result_0882
);
    reg [13:0] internal0;
    reg [13:0] internal1;
    reg [13:0] internal2;
    reg [13:0] internal3;
    reg [13:0] internal4;
    reg [13:0] internal5;
    reg [13:0] internal6;
    reg [13:0] temp0;
    reg [13:0] temp1;
    reg [13:0] temp2;
    reg [13:0] temp3;
    reg [13:0] temp4;
    reg [13:0] temp5;
    always @(*) begin
        internal0 = (14'd1127 - (c & b));
        internal1 = ((c - b) ^ (14'd587 * d));
        internal2 = ((a + c) * (d ^ c));
        internal3 = ((a << 3) >> 2);
        internal4 = (~c);
        internal5 = (d ? (14'd69 & d) : 1088);
        internal6 = (d + d);
        case(mode[7:4])
            4'd0: begin
                temp0 = ((14'd10196 & internal2) * ((d ^ (~b)) ^ ((internal0 & (internal6 | internal2)) + ((14'd15311 & d) + internal4))));
            end
            4'd1: begin
                temp0 = (((c + ((internal3 * 14'd13823) | (14'd6271 * d))) ^ (((14'd5415 * internal4) | (internal4 ? internal1 : 15194)) ? ((d | 14'd10374) * (14'd12664 * internal0)) : 10645)) + (internal6 ^ (((14'd4241 | internal1) >> 1) ? ((c & 14'd8058) << 2) : 8721)));
            end
            4'd2: begin
                temp0 = ((internal2 * ((14'd10049 * 14'd3783) | ((~internal1) ? 14'd1457 : 11538))) * ((internal1 ? ((c | c) * (internal0 & b)) : 2215) ? (((internal4 & a) >> 3) - (internal1 * (14'd9794 * d))) : 12156));
            end
            4'd3: begin
                temp0 = (internal3 & (14'd12666 & (c + ((internal1 + internal4) ^ internal3))));
                temp1 = ((internal1 ? 14'd12032 : 7187) | c);
            end
            4'd4: begin
                temp0 = (((internal1 - ((a ? internal1 : 5308) ^ (internal1 & 14'd7561))) | c) * (c | (~((internal4 ? d : 16316) - d))));
                temp1 = ((((c >> 1) | (~(c >> 2))) >> 2) ? (internal4 - (((internal1 & internal1) * internal6) * (internal6 ^ (c >> 3)))) : 10655);
            end
            4'd5: begin
                temp0 = ((internal0 & (((internal3 * internal1) + (~internal5)) ^ internal3)) & ((a * ((internal0 * b) ? (c >> 3) : 10967)) ^ (~(internal5 + internal0))));
                temp1 = (((((internal6 * internal1) - (internal5 << 3)) & b) & (((14'd989 >> 2) - internal2) << 1)) ^ (((internal5 | a) & internal5) << 3));
                temp2 = (((((internal0 * internal1) << 3) & ((internal3 >> 2) << 2)) * (internal3 - (14'd15744 - (14'd15928 << 2)))) * internal2);
            end
            4'd6: begin
                temp0 = (((((internal1 << 2) - (14'd10122 & internal0)) ? ((14'd7749 - internal1) << 1) : 14673) - ((internal5 + internal0) - (14'd14549 << 2))) ? 14'd14216 : 8382);
                temp1 = (internal6 ^ (c ^ (((~14'd12246) | internal6) << 1)));
            end
            default: begin
                temp0 = ((temp1 ^ 14'd725) >> 3);
            end
        endcase
        case(mode[3:0])
            4'd0: begin
                result_0882 = (((internal2 ^ ((internal2 + internal0) - internal5)) - 14'd3074) ^ ((((a ? internal3 : 4530) ? internal2 : 10009) ^ (internal6 - d)) | (14'd9060 ? (internal1 << 2) : 1329)));
            end
            4'd1: begin
                result_0882 = (temp5 & internal3);
            end
            4'd2: begin
                result_0882 = (((((a + internal6) ^ internal3) - ((temp0 * internal5) | (~b))) + (((temp2 & temp4) ? (temp4 * 14'd11627) : 14687) >> 2)) - ((~((internal4 ? internal2 : 3858) & (d | internal4))) | (((internal5 ? internal4 : 8163) & (internal3 & temp3)) - (internal2 >> 2))));
            end
            4'd3: begin
                result_0882 = (~(((internal6 - temp1) & ((c - temp0) ? (14'd12485 << 2) : 16169)) * (((14'd3181 | internal4) * (internal0 ^ 14'd3209)) ^ internal2)));
            end
            4'd4: begin
                result_0882 = ((~(~internal1)) ^ ((((temp1 | internal5) | (temp1 ? 14'd8052 : 9509)) | internal3) ^ (((temp0 ^ internal0) & (internal2 ^ temp3)) + (~(internal3 << 2)))));
            end
            4'd5: begin
                result_0882 = ((((internal0 >> 1) | 14'd5945) >> 2) - ((temp3 | ((~internal1) & (internal4 | b))) >> 1));
            end
            4'd6: begin
                result_0882 = ((((14'd14097 ^ temp5) ^ ((internal3 | temp1) & (temp1 ^ d))) ^ internal3) ^ (((temp0 - (temp1 ^ 14'd8995)) - (~(d ^ internal5))) ? ((~(14'd4477 ? temp5 : 10113)) | (temp3 ^ (14'd2860 ^ 14'd10203))) : 12481));
            end
            default: begin
                result_0882 = (~(d | temp4));
            end
        endcase
    end
endmodule
==> results.toml <==
# yosys + openroad results
[drt]
wirelength_um = 271000
vias_per_cell = 5.41
drt_iter0_drc = 4033
post_drt_wl_per_cell_um = 24.4
drc_errors = 0
drtPass1Iterations = 8
dr_total_vias = 60100
postRouteAntennaNets = 0

[worst_setup_path]
critPathCapture = "result_0882[13]"
arrival_ns = 32.98
endpoint_kind = "output pin"
worst_path_most_repeated_cell = "fa_1"
cp.required_ns = 34.96
cp-startpoint = "b[4]"
cpPeakStageDelay_ns = 0.70
crit_path_max_fanout = 21
startpoint_type = "primary input"
slowest_stage = "a222oi_1"
worst-setup-path-type = "primary input to output pin"

[logic_synthesis]
netlist.area_leader.share_pct = 29.4
most_common_cell = "inv_1"
ys_cells = 8670
synth-main-ff-cell = "dlxtn_1"
synth_flop_count = 14
ys_types = 105
area_leaders = "fa_1 29%, ha_1 23%, xnor2_1 9.3%, inv_1 8.8%, nor2_1 4.0%"
ys_warn_count = 57
synth_async_sr_flop_share_pct = 0
edf_count = 0
yosysTopAreaCell = "fa_1"
syn_avg_cell_area_sq_um = 8.29
synthCells = 8670
synth_area_sq_mm = 0.0718
synthTopCellsByCount = "1,680 x inv_1, 1,308 x ha_1, 1,054 x fa_1, 770 x nor2_1, 762 x xnor2_1"
yosys_area_sq_mm = 0.0718

[final_timing]
finalHoldViolCount = 0
maxSlewViolCount = 0
holdWs_ns = 18.89
timing.max_slew.rel_slack_pct = 35.0
fin_crit_ns = 41.72
rsz0062_at_grt = "false"
unclocked_pins = 14
worstMarginPinSlew_ns = 0.967
finalSetupTns_ns = 0
finalSetupViolCount = 0
fmax_mhz = 24.0
fin_crit_sh_pct = 95.5
untimed_endpoints = 14

[finish]
layout-drive-gt1-share_pct = 4.62
area_growth_pct = 6.46
final_area_sq_mm = 0.0765
fin_cells = 11100
largest_reg_flops = 14
final_core_util_pct = 42.9

[power_and_ir_drop]
p_switching_mw = 34.7
power.density_mw_per_mm2 = 784
sw_frac_of_total_pct = 57.8
leakage_nw = 38.6
power.internal_mw = 25.3
peakVddDrop_uv = 2930

[floorplan]
dieWidth_um = 426
io_pins = 80
initCoreUtil_pct = 40.3
die_h_um = 426
core_sq_mm = 0.178
die_area_sq_mm = 0.181
fp-row-count = 155

[grt]
antenna_found_initial = 12
grt_use_total_pct = 31.7
grt_max_degree = 34
grt_pass1_vias = 59900
grt_pass1_wl_um = 398000
overflow = 0

[placed_design]
port_buffers = 78
dpl.hpwl_um = 220000
gp_congestion = 1.11
placed_cell_area_sq_mm = 0.0765
dpl.cell_count = 11100

[status]
status = "complete, no violations"

[hold_path]
min_path_type = "primary input to output pin"

[cts]
post_cts_buffers = 0
cts_resized = 0
hold_buffers = 0

[run]
warning_count = 129
drv_cap = 0
## per-layer routing
metal / global-route usage, % / vias up / share of wire, % / wire length, um
met4: 17.6 / 8 / 7.5 / 20300
li1: - / 27700 / - / -
met1: 41.5 / 29100 / 39 / 105000
met5: 1.19 / - / 0.12 / 316
met3: 13.7 / 668 / 13 / 34500
met2: 44.3 / 2705 / 41 / 111000
## power groups by stage
stage / combinational, mW / sequential (mW) / clock [mW]
4_1_cts: 60.2 / 0.0226 / 0
5_1_grt: 65.6 / 0.0236 / 0.0000000147
## per-stage QoR
step / total power [mW] / worst slack, ns
after global placement: 59.7 / 2.36
after global routing: 65.6 / 0.840
after floorplan: 49.9 / 5.71
after CTS: 60.2 / 2.31
after detailed placement: 60.0 / 2.39
final: 60.0 / 1.98
## cells in the final DEF (no fill, tap or decap), types with 18 or more instances in the layout
| cell type | instances |
|---|---|
| ha_1 | 1307 |
| o211ai_1 | 25 |
| a21o_1 | 138 |
| or3_1 | 26 |
| buf_4 | 247 |
| and2_1 | 186 |
| nand4_1 | 40 |
| buf_2 | 27 |
| fa_1 | 1054 |
| o21ai_0 | 202 |
| o221ai_1 | 18 |
| o31ai_1 | 20 |
| o22ai_1 | 22 |
| nand2_1 | 535 |
| xor2_1 | 186 |
| nor4_1 | 26 |
| a21oi_1 | 338 |
| xnor2_1 | 754 |
| mux2i_1 | 28 |
| nand2b_1 | 107 |
| nor3_1 | 185 |
| nor2b_1 | 75 |
| nor2_1 | 770 |
| o21bai_1 | 95 |
| clkdlybuf4s50_1 | 51 |
| xnor3_1 | 18 |
| and3_1 | 32 |
| or2_2 | 51 |
| a31oi_1 | 32 |
| inv_1 | 1680 |
| clkinv_1 | 29 |
| a211oi_1 | 21 |
| o21a_1 | 37 |
| nand3_1 | 87 |
## worst max-delay path: cells and delay by family
| family | cells | cell delay, ns |
|---|---|---|
| AND-OR/OR-AND | 23 | 6.00 |
| adder cells (fa/ha/maj) | 24 | 10.24 |
| XOR/XNOR | 7 | 1.69 |
| buffers and inverters | 15 | 3.44 |
| AND/OR/NAND/NOR | 12 | 2.83 |
## kinds of logic after synthesis
family | after synthesis | share of synthesized area (%)
compound gates | 1092 | 9.71
xor+xnor | 989 | 12.6
fa+ha+maj | 2363 | 52.2
buf+inv | 1975 | 10.4
latches | 14 | 0.293
mux | 31 | 0.437
other cells | 1 | 0.00522
simple gates | 2205 | 14.4
## layout make-up
class | instances | area, sq um
diodes | 7 | 17.5
inverters | 1722 | 6460
fillers | 17500 | 102000
flip-flops and latches | 14 | 210
multi-input cells | 6681 | 64300
repair buffers | 325 | 2500
well taps | 2355 | 2950
## worst min-delay path by stage
stage     from              to  slack, ns  depth (start not counted)
4_1_cts   a[2]  result_0882[3]      18.85                          5
5_1_grt   a[2]  result_0882[3]      18.85                          5
6_report  a[2]  result_0882[3]      18.89                          5
Power figures rest on the tool's default switching activity, not on a simulated workload.
