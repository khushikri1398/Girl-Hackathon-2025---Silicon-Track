--- /design/flow/config.mk ---
export PLATFORM = sky130hd
export DESIGN_NAME = complex_datapath_0683
export DESIGN_NICKNAME = complex_datapath_0683
export VERILOG_FILES = /design/flow/design.v
export SDC_FILE = /design/flow/constraint.sdc
export NUM_CORES = 4
export LEC_CHECK = 1
export CORE_UTILIZATION = 30
--- /design/flow/constraint.sdc ---
current_design complex_datapath_0683

set clk_period 32.4
set clk_io_pct 0.2

create_clock -name clk0 -period $clk_period

set non_clock_inputs [all_inputs -no_clocks]
set_input_delay [expr $clk_period * $clk_io_pct] -clock clk0 $non_clock_inputs
set_output_delay [expr $clk_period * $clk_io_pct] -clock clk0 [all_outputs]
--- /design/flow/design.v ---
module complex_datapath_0683(
    input clk,
    input rst_n,
    input [13:0] a, b, c, d,
    input [7:0] mode,
    output reg [13:0] result_0683
);
    reg [13:0] internal0;
    reg [13:0] internal1;
    reg [13:0] internal2;
    reg [13:0] internal3;
    reg [13:0] internal4;
    reg [13:0] internal5;
    reg [13:0] internal6;
    reg [13:0] temp0;
    reg [13:0] temp1;
    reg [13:0] temp2;
    reg [13:0] temp3;
    reg [13:0] temp4;
    reg [13:0] temp5;
    always @(*) begin
        internal0 = (d ^ (~14'd8971));
        internal1 = (14'd13049 & (a | c));
        internal2 = (~a);
        internal3 = (14'd14309 & (d ? 14'd12222 : 13145));
        internal4 = (~(a + 14'd6474));
        internal5 = (14'd859 ? (14'd10464 ? c : 9802) : 2045);
        internal6 = (14'd12089 >> 2);
        case(mode[7:4])
            4'd0: begin
                temp0 = (((internal4 & ((14'd6118 | b) + (internal4 ? a : 7479))) >> 1) + ((((~c) + (c ^ internal1)) + internal2) | (b << 3)));
                temp1 = (internal2 * (14'd14875 >> 1));
            end
            4'd1: begin
                temp0 = (internal0 ? internal2 : 9373);
                temp1 = (((((14'd8334 - d) << 3) - ((internal3 << 2) ^ (a ? c : 489))) * (((~internal0) << 3) + (b - (d << 2)))) * (internal5 * (((internal6 >> 3) | (internal5 << 3)) | ((c + c) ^ 14'd16338))));
                temp2 = ((~((internal1 >> 1) + ((internal3 + 14'd11110) | (~14'd8781)))) ^ (~(internal6 ^ 14'd11482)));
            end
            4'd2: begin
                temp0 = ((internal2 | internal0) * internal0);
                temp1 = (14'd7066 + (((~(internal0 * 14'd13006)) ? (a >> 1) : 13282) ? ((internal0 << 3) << 3) : 1491));
            end
            4'd3: begin
                temp0 = (d ^ ((((14'd5254 + c) >> 2) >> 3) << 1));
                temp1 = (((((14'd13038 - a) >> 3) | ((14'd9165 ^ b) + (internal0 >> 2))) ^ 14'd4559) << 3);
                temp2 = ((((a & (internal2 ? internal6 : 12771)) & d) ? (14'd15007 * (~(internal6 >> 2))) : 7338) | (((14'd7632 ? b : 10149) | ((internal6 & internal6) - internal2)) & internal6));
            end
            4'd4: begin
                temp0 = (((((internal0 + internal1) ? internal0 : 15086) ? ((internal1 - internal1) ^ internal0) : 3787) & ((internal6 * (internal5 >> 2)) * 14'd8108)) ? ((14'd2148 | (~(d ? a : 12090))) - ((d | (~b)) ^ (14'd202 | (c + c)))) : 6173);
            end
            4'd5: begin
                temp0 = ((14'd11255 ^ ((14'd14353 ^ 14'd3996) ^ 14'd751)) & (internal4 ^ (((internal2 << 2) ? (internal1 & c) : 8634) ^ ((a >> 2) * (a ^ c)))));
                temp1 = ((~c) & (((internal6 + (c << 2)) ^ b) << 2));
                temp2 = (~(internal2 ^ (internal2 + ((internal1 ^ c) | (a * d)))));
            end
            4'd6: begin
                temp0 = ((a ? (((internal4 * a) ? internal3 : 7031) - ((c << 1) - (b & c))) : 3631) << 3);
                temp1 = (((((~b) + 14'd9157) << 2) + b) + internal0);
            end
            default: begin
                temp0 = (internal5 << 3);
            end
        endcase
        case(mode[3:0])
            4'd0: begin
                result_0683 = ((~(14'd213 ^ ((b | d) ? temp4 : 16294))) & ((internal2 & ((internal1 * c) * (internal3 | 14'd5320))) | ((internal4 & (internal0 + c)) | ((d * temp3) * temp5))));
            end
            4'd1: begin
                result_0683 = (((b ^ (b | 14'd14304)) ^ (((internal1 << 2) + (temp3 + internal3)) | ((internal0 - temp1) ^ (internal4 << 3)))) * internal4);
            end
            4'd2: begin
                result_0683 = (((~(temp1 & (internal0 + temp3))) << 3) - (14'd16145 + internal1));
            end
            4'd3: begin
                result_0683 = ((((temp5 << 1) | (d & (internal1 | internal0))) + temp4) & 14'd4597);
            end
            4'd4: begin
                result_0683 = (temp1 ? ((~temp2) & ((~(14'd4712 | temp2)) >> 1)) : 501);
            end
            4'd5: begin
                result_0683 = (((~temp1) - (~a)) & (a - (((temp0 ? internal2 : 6112) << 2) + ((temp0 + internal2) >> 1))));
            end
            4'd6: begin
                result_0683 = (((((a >> 1) ^ (internal4 * temp4)) * ((14'd10177 ? temp2 : 3479) * (temp4 & temp0))) << 2) | temp4);
            end
            default: begin
                result_0683 = (internal2 ^ (d & internal1));
            end
        endcase
    end
endmodule
--- /design/flow/run.sh ---
#!/bin/bash
# OpenROAD 26Q1-2900-gdf79404cd8, Yosys 0.63+post, stock flow scripts
make -C /OpenROAD-flow-scripts/flow DESIGN_CONFIG=/design/flow/config.mk WORK_HOME=/design/flow/orfs finish
==> out/README.md <==
| Parameter | Reported |
|:---|:---|
| Total Routed Length | 163 mm |
| Tot GR Track Use | 24.0% |
| Buffers on Ports | 78 |
| Number of enable flip-flop cells | 0 |
| Wire length per cell after detailed routing | 22.9 µm |
| Required time of the critical path | 25.92 ns |
| Total number of vias | 36100 |
| Summed standard-cell area reported by yosys | 41700 µm² |
| Headroom to the max-slew limit | 17.6% |
| Core area | 138000 µm² |
| Crit. End Element | output port |
| Max-cap viol count | 0 |
| First-pass DRT Iterations | 5 |
| Main flop type after synthesis | dlxtn_1 |
| Maximum number of pins on one net before global-route repair | 30 |
| Hold Path Stages | 4 |
| # DRC | 0 |
| Die X | 375 µm |
| Wire length of the first global-routing pass | 240 mm |
| Cell at the slowest stage of the critical path | fa_1 |
| Endpoint, Worst Hold | result_0683[2] |
| Slowest Stage Delay on Critical Path | 0.55 ns |
| Global route total overflow | 0 |
| Last weighted congestion value of the routability-driven placer | 1.06 |
| Largest fanout of any net on the critical path | 3 |
| Number of setup violations in the final report | 0 |
| Finished Cell Area | 45600 µm² |
| Count of standard-cell rows | 136 |
| Area after DPL | 45400 µm² |
| Top Layer Used | met5 |
| Number of register pins that no clock reaches | 27 |
| Top achievable clock speed | 0.0317 GHz |
| Vias per cell | 5.07 |
| Synthesized registers | 27 |
| Routed Antenna Nets | 0 |
| Fraction of layout cells with a size suffix above 1 | 6.04% |
| Worst hold path type | input port to output port |
| Final worst path period need | 31.58 ns |
| Via count of the first global-routing pass | 35800 |
| Hold path startpoint | a[2] |
| Synth async-reset ratio | 0% |
| Count of tool warnings | 134 |
| Number of ports placed on the die boundary | 80 |
| Post-DP HPWL | 130 mm |
| Crit path from | a[4] |
| Fp util | 30.3% |
| Final hold violation count | 0 |
| Run status | finished, final reports clean |
| Post-Synthesis Mean Instance Area | 7.97 µm² |
| Critical path launch point type | input port |
| 1st-iter DRT viols | 2513 |
| Arrival time of data at the critical path endpoint | 25.10 ns |
| Pin slew with the least headroom to its limit | 1.23 ns |
| Area growth from synthesis to layout | 9.40% |
| Number of antenna violations at the first check in global routing | 9 |
| Number of placed instances with taps included | 7104 |
| Count of endpoints without a timing constraint | 27 |
| Period utilization | 97.5% |
| Met2 WL | 71.2 mm |
| Ys Warns | 71 |
| Post-Syn Instances | 5228 |
| Synth cell types | 92 |
| Die Span Y | 375 µm |
| Cell total in the yosys stat output | 5228 |
| Critical path type | input port to output port |
| Final Slew Violations | 0 |
| Non-filler instance count after layout | 7114 |
| DIE AREA | 140000 µm² |
| Routed length on met1 | 69.4 mm |
| Total standard cell area after synthesis | 41700 µm² |
| Met3 Routed Length | 14.1 mm |
| RSZ-0062 raised after global routing | false |
metrics by stage:
step	TNS, ns	util, %	hold WS, ns	setup WS (ns)
finish	0	33.1	14.01	0.823
global route	0	33.1	14.03	0.0212
CTS	0	33.0	14.04	0.0183
detailed placement	-0.0362	33.0	14.03	-0.0362
global placement	-0.0256	33.0	14.05	-0.0256
floorplan	0	-	13.14	1.49
layout by cell type (no fill, tap or decap), types with 17 or more instances in the layout:
cell type / synthesis / final
o21bai_1: 41 / 41
ha_1: 737 / 734
nor2b_1: 78 / 78
a21o_1: 102 / 102
o21ai_0: 159 / 158
xor2_1: 138 / 137
and2_1: 79 / 79
nand2_1: 431 / 431
or2_2: 50 / 50
buf_4: 2 / 205
clkdlybuf4s50_1: 0 / 50
nand2b_1: 90 / 90
or3_1: 17 / 17
xnor2_1: 471 / 465
nor3_1: 47 / 46
a21oi_1: 278 / 277
inv_1: 914 / 912
nand3_1: 50 / 50
a31oi_1: 34 / 34
fa_1: 531 / 531
dlxtn_1: 27 / 27
nor2_1: 443 / 441
a211oi_1: 17 / 17
cells in the mapped netlist (all sizes together) (10+ instances only):
| master | number | area, µm² |
|---|---|---|
| clkinv | 13 | 48.8 |
| nor2 | 443 | 1660 |
| clkbuf | 156 | 586 |
| o21bai | 41 | 308 |
| dlxtn | 27 | 405 |
| o211ai | 16 | 120 |
| a221oi | 13 | 120 |
| nand4 | 15 | 109 |
| buf | 41 | 169 |
| ha | 737 | 9220 |
| nand2b | 90 | 563 |
| and3 | 10 | 62.6 |
| a31oi | 34 | 213 |
| nor3 | 48 | 252 |
| and2 | 79 | 494 |
| a22oi | 15 | 113 |
| xor2 | 138 | 1210 |
| a21oi | 279 | 1400 |
| o32ai | 10 | 87.6 |
| nand2 | 432 | 1620 |
| nor2b | 78 | 488 |
| o21a | 12 | 90.1 |
| a21boi | 16 | 120 |
| or2 | 52 | 325 |
| xnor2 | 475 | 4190 |
| a21o | 102 | 766 |
| nand3 | 50 | 250 |
| fa | 531 | 10600 |
| a211oi | 17 | 128 |
| or3 | 17 | 106 |
| inv | 918 | 3450 |
| o21ai | 169 | 861 |
metal layers:
| metal | vias up | global-route usage [%] |
|---|---|---|
| li1 | 16800 | - |
| met1 | 17500 | 33.3 |
| met2 | 1423 | 36.8 |
| met3 | 263 | 5.95 |
| met4 | 6 | 9.03 |
| met5 | - | 0.103 |
timing repair:
item,in CTS,in global routing
buffers inserted,0,6
gates resized,1,33
hold endpoints to repair,0,0
hold buffers,0,0
pin swaps,0,7
setup endpoints to repair,1,1
worst max-delay path by stage:
stage / end / slack, ns / depth (start not counted)
finish: result_0683[13] / 0.82 / 82
CTS: result_0683[13] / 0.02 / 78
global route: result_0683[13] / 0.02 / 81
cell families (layout without fill, tap and decap cells):
family / after synthesis / in the layout / share of synthesized area (%)
AOI/OAI and AO/OA: 818 / 818 / 12.4
xor gates and xnor gates: 622 / 622 / 13.4
latches: 27 / 27 / 0.972
other: 0 / 4 / 0
adders and majority gates: 1269 / 1269 / 47.6
muxes: 10 / 10 / 0.243
buffers and inverters: 1128 / 1216 / 10.2
and+or+nand+nor: 1354 / 1354 / 15.1
area by class of cell:
| type | count | area, µm² |
|---|---|---|
| Fill cell | 14300 | 92100 |
| Inverter | 931 | 3500 |
| Multi-Input combinational cell | 4073 | 37100 |
| Antenna cell | 4 | 10.0 |
| Tap cell | 1794 | 2240 |
| Sequential cell | 27 | 405 |
| Timing Repair Buffer | 285 | 2300 |
flip-flops by register name, summed over array words and instances, names as in the netlist:
| name | count |
|---|---|
| temp1 | 14 |
| temp2 | 13 |
critical path: cells and delay by family:
family	cells	cell delay, ns
adders and majority gates	24	10.06
AOI/OAI and AO/OA	7	1.37
and+or+nand+nor	11	1.43
xor gates and xnor gates	19	3.56
buffers and inverters	21	2.21
