File: run.sh
#!/bin/bash
# OpenROAD 26Q1-2900-gdf79404cd8, Yosys 0.63+post, stock flow scripts
make -C /OpenROAD-flow-scripts/flow DESIGN_CONFIG=/design/flow/config.mk WORK_HOME=/design/flow/orfs finish
File: config.mk
export PLATFORM = sky130hd
export DESIGN_NAME = complex_datapath_0020
export DESIGN_NICKNAME = complex_datapath_0020
export VERILOG_FILES = /design/flow/design.v
export SDC_FILE = /design/flow/constraint.sdc
export NUM_CORES = 4
export LEC_CHECK = 1
export CORE_UTILIZATION = 30
File: constraint.sdc
current_design complex_datapath_0020

set clk_period 42.2
set clk_io_pct 0.2

create_clock -name clk0 -period $clk_period

set non_clock_inputs [all_inputs -no_clocks]
set_input_delay [expr $clk_period * $clk_io_pct] -clock clk0 $non_clock_inputs
set_output_delay [expr $clk_period * $clk_io_pct] -clock clk0 [all_outputs]
File: design.v
module complex_datapath_0020(
    input clk,
    input rst_n,
    input [13:0] a, b, c, d,
    input [7:0] mode,
    output reg [13:0] result_0020
);
    reg [13:0] internal0;
    reg [13:0] internal1;
    reg [13:0] internal2;
    reg [13:0] internal3;
    reg [13:0] internal4;
    reg [13:0] internal5;
    reg [13:0] internal6;
    reg [13:0] temp0;
    reg [13:0] temp1;
    reg [13:0] temp2;
    reg [13:0] temp3;
    reg [13:0] temp4;
    reg [13:0] temp5;
    always @(*) begin
        internal0 = ((14'd4285 ^ 14'd6696) - d);
        internal1 = ((14'd14072 << 3) - (a >> 1));
        internal2 = (a & (14'd5743 >> 2));
        internal3 = ((b - a) & d);
        internal4 = ((14'd13528 - d) + 14'd7237);
        internal5 = (14'd7929 ^ (14'd1063 * c));
        internal6 = ((d >> 3) >> 2);
        case(mode[7:4])
            4'd0: begin
                temp0 = (((internal4 >> 1) << 1) * ((~internal0) | (((internal6 | d) * (internal2 & internal4)) >> 1)));
                temp1 = ((((internal5 ? (~internal5) : 3577) * internal3) & (~((internal5 * internal0) ? b : 445))) * b);
                temp2 = (internal0 - b);
            end
            4'd1: begin
                temp0 = (((((14'd3513 ^ 14'd1575) + internal3) - (c & (internal0 & 14'd12780))) | ((~14'd2023) | internal0)) >> 1);
                temp1 = ((d - (~((internal5 + internal1) + (~internal1)))) | (~(((internal3 ^ internal4) << 3) << 2)));
                temp2 = (((((14'd1810 ? internal5 : 13610) << 1) >> 3) >> 1) >> 3);
            end
            4'd2: begin
                temp0 = (((((14'd8199 << 2) ? (~internal5) : 6149) ^ (internal1 - internal3)) * (((d << 3) >> 3) << 3)) ^ 14'd12647);
                temp1 = (14'd963 * (internal0 >> 2));
                temp2 = ((((~(b >> 3)) & internal2) << 3) << 3);
            end
            4'd3: begin
                temp0 = (d << 2);
                temp1 = (14'd236 & (a >> 1));
                temp2 = (((((a ? 14'd11665 : 7123) << 1) ? internal2 : 501) + (14'd1985 >> 3)) | (((internal2 * (internal1 | d)) ^ (~(d + 14'd14979))) ^ (internal6 * ((d + 14'd11963) | internal6))));
            end
            4'd4: begin
                temp0 = (~(internal4 + c));
                temp1 = ((internal5 & 14'd284) ^ 14'd9713);
                temp2 = (~((~(d * (b * internal1))) + (((internal1 + b) + (14'd15684 + internal0)) & ((~c) ^ (14'd12030 >> 1)))));
            end
            4'd5: begin
                temp0 = ((((c << 2) & ((internal1 - internal3) & internal1)) + b) & ((((internal6 | internal4) - a) | (14'd11835 - internal1)) ? internal6 : 14127));
            end
            4'd6: begin
                temp0 = (((((internal0 * internal5) | d) * (internal5 >> 1)) & ((internal0 * internal6) & (14'd15225 + (internal3 + internal5)))) | internal2);
                temp1 = ((14'd8160 + (((~internal5) - a) * ((d ? internal0 : 11639) >> 3))) ? 14'd10975 : 11566);
                temp2 = ((((internal1 - (14'd8855 + 14'd16148)) & ((c ^ internal6) << 1)) - internal1) + ((b ^ internal5) ^ (((internal4 * internal1) ^ (internal2 - b)) + ((internal4 ? internal4 : 6319) << 2))));
            end
            default: begin
                temp0 = ((internal5 + d) & (internal3 ^ internal2));
            end
        endcase
        case(mode[3:0])
            4'd0: begin
                result_0020 = (((((internal1 ? temp5 : 12391) & (b ^ 14'd12643)) << 2) >> 3) << 1);
            end
            4'd1: begin
                result_0020 = (((internal2 << 3) - 14'd6287) - (~((~(14'd14984 | 14'd8713)) ? ((temp0 + temp3) << 1) : 14559)));
            end
            4'd2: begin
                result_0020 = (((temp1 ? ((temp0 << 1) & (temp3 + d)) : 14578) >> 3) & ((((c | internal6) ? (~c) : 8565) | internal3) ^ ((internal4 >> 1) ^ c)));
            end
            4'd3: begin
                result_0020 = (internal1 - (((internal4 >> 3) | ((temp3 | temp0) & (c ? internal3 : 2979))) ? (internal5 >> 2) : 12752));
            end
            4'd4: begin
                result_0020 = ((((internal5 | (~internal0)) ^ (internal2 << 2)) - ((b + temp4) ? ((temp3 & internal6) << 2) : 3105)) - a);
            end
            4'd5: begin
                result_0020 = (temp2 << 2);
            end
            4'd6: begin
                result_0020 = ((14'd13319 * ((temp2 ^ (temp3 | temp4)) ? ((b & c) ? c : 7797) : 1797)) ^ ((c + ((~a) << 1)) + (((internal2 >> 1) * (d << 2)) | (~(c + 14'd10338)))));
            end
            default: begin
                result_0020 = ((internal4 * 14'd16194) + internal0);
            end
        endcase
    end
endmodule
==> impl_summary.log <==
[flow] collecting metrics
INFO  metric die_width = 406.2 µm
INFO  metric dr.pass1.iters = 6
INFO  metric drive_gt1_frac = 0.04784
INFO  metric openroad.warnings = 76
INFO  metric stdcell_count = approximately 8500
INFO  metric critPathMaxStageDelay = roughly 0.93 ns
INFO  metric routed-via-count = ~44000
INFO  metric cell_total_in_the_yosys_stat_output = approximately 6300
INFO  metric setup_viol_count_final = 0
INFO  metric grt_overflow = 0
INFO  metric holdPathStages = 4
INFO  metric portBuffers = 78
INFO  metric fin_util = 0.3302
INFO  metric yosys_register_bits = 12
INFO  metric fin_tns_setup = 0 ns
INFO  metric cp-end-kind = output port
INFO  metric post-route-cell-area = 53260 µm²
INFO  metric synth-area-yosys = 49020 µm²
INFO  metric endpoint_of_the_worst_hold_timing_path = result_0020[6]
INFO  metric ir_worst_vdd = 0.9143 mV
INFO  metric seq_area = 180.2 µm²
INFO  metric worstMarginPinSlew = 1.024 ns
INFO  metric worstPathRequired = 33.76 ns
INFO  metric swShare = 0.5658
INFO  metric first_global_vias = ~44000
INFO  metric ant_nets = 0
INFO  metric drt-initial-drc-count = 3505
INFO  metric routed_wirelength = 211700 µm
INFO  metric async_flop_share = 0
INFO  metric num_rows = 147
INFO  metric area_delta_synth_final = 8.647%
INFO  metric floorplan.die_area = 165000 µm²
INFO  metric worst-path-max-fanout = 21
INFO  metric layout_min_cycle_time = 35.43 ns
INFO  metric post_dp_cell_area = around 53000 µm²
INFO  metric post_synth_instance_area = 49020 µm²
INFO  metric pre_cts_ws = ~7 ns
INFO  metric antenna_found_initial = 17
INFO  metric grt_usage = 0.2691
INFO  metric ys.warnings.count = roughly 57
INFO  metric global_route_track_usage_on_met1 = 0.3632
INFO  metric worst_slack = a little under 7 ns
INFO  metric avg_inst_size_synth = 7.776 µm²
INFO  metric hold_path_startpoint = d[9]
INFO  metric unclocked_pins = 12
INFO  metric die_height = 406.2 µm
INFO  metric number_of_hold_violations_in_the_final_report = 0
INFO  metric cp_slowest_cell = sky130_fd_sc_hd__clkdlybuf4s50_1
INFO  metric place_hpwl = 167900 µm
INFO  metric largest_reg_flops = 12
INFO  metric gr-usage-met3 = 0.09966
INFO  metric sw_pwr = roughly 7.6 mW
INFO  metric routabilityCongestion = approximately 1.1
INFO  metric finalCritPeriodShare = 0.8396
INFO  metric top_level_ports = 80
INFO  metric met2_usage = 0.3883
INFO  metric post-place-cells = 8514
INFO  metric detail_route.vias_per_cell = 5.180
INFO  metric flop_cell = sky130_fd_sc_hd__dlxtn_1
INFO  metric yosysUniqueCellTypes = 98
INFO  metric combGateArea = 43580 µm²
INFO  metric result_of_the_run = finished, final reports clean
INFO  metric grt_start_max_net_pins = 55
INFO  metric timing.max_cap.violations = 0
INFO  metric fill_cells = roughly 17000
INFO  metric grt_setup_unrepaired = no
INFO  metric cts_post_setup_buffers_inserted = 0
INFO  metric post_drt_wl_per_cell = 24.86 µm
INFO  metric fmax = 28.23 MHz
INFO  metric enable_flop_cells = 0
INFO  metric internal-power = 5.832 mW
INFO  metric slew_violations = 0
INFO  metric global_route_hottest_layer = met2
INFO  metric cellLeakagePower = approximately 27 nW
INFO  metric post_cts_hold_buffer_count = 0
INFO  metric postSynthCellCount = approximately 6300
INFO  metric drc_errors = 0
INFO  metric crit_top_cell = sky130_fd_sc_hd__fa_1
INFO  metric slew-limit-headroom = 0.3101
INFO  metric power_density = 252.2 nW/µm²
INFO  metric cts_repair_resize_count = 0
INFO  metric worst_hold_path_type = in -> out
INFO  metric global_route_wire_length_before_repair = ~310000 µm
INFO  metric worst_ep_arrival = 26.99 ns
INFO  metric coreArea = roughly 160000 µm²
INFO  metric cp-start-kind = primary input
INFO  metric path_class = in -> out
INFO  metric untimed_endpoints = 12
INFO  metric floorplanUtilization = 0.3039
[metal layers]
metal	vias to the layer above	wire [µm]
met3	479	25970
met4	16	12170
met1	21360	85920
li1	20130	-
met2	2125	87400
met5	-	252
[synthesized netlist by cell type, types with 6 or more instances]
master	instances	area share
sky130_fd_sc_hd__inv_1	1151	0.088
sky130_fd_sc_hd__ha_1	861	0.22
sky130_fd_sc_hd__nor2_1	655	0.050
sky130_fd_sc_hd__fa_1	624	0.25
sky130_fd_sc_hd__xnor2_1	590	0.11
sky130_fd_sc_hd__nand2_1	585	0.045
sky130_fd_sc_hd__a21oi_1	311	0.032
sky130_fd_sc_hd__clkbuf_1	200	0.015
sky130_fd_sc_hd__o21ai_0	176	0.018
sky130_fd_sc_hd__xor2_1	106	0.019
sky130_fd_sc_hd__a21o_1	104	0.016
sky130_fd_sc_hd__and2_1	96	0.012
sky130_fd_sc_hd__o21bai_1	88	0.013
sky130_fd_sc_hd__nor3_1	82	0.0084
sky130_fd_sc_hd__nand2b_1	51	0.0065
sky130_fd_sc_hd__nand3_1	43	0.0044
sky130_fd_sc_hd__nor2b_1	37	0.0047
sky130_fd_sc_hd__o21a_1	36	0.0055
sky130_fd_sc_hd__buf_1	34	0.0026
sky130_fd_sc_hd__and3_1	28	0.0036
sky130_fd_sc_hd__a31oi_1	27	0.0034
sky130_fd_sc_hd__nor4_1	27	0.0034
sky130_fd_sc_hd__clkinv_1	25	0.0019
sky130_fd_sc_hd__or3_1	23	0.0029
sky130_fd_sc_hd__or2_2	22	0.0028
sky130_fd_sc_hd__a21boi_0	21	0.0032
sky130_fd_sc_hd__o211ai_1	20	0.0031
sky130_fd_sc_hd__xnor3_1	19	0.0087
sky130_fd_sc_hd__nand4_1	16	0.0020
sky130_fd_sc_hd__a211oi_1	15	0.0023
sky130_fd_sc_hd__a221oi_1	13	0.0023
sky130_fd_sc_hd__a22oi_1	13	0.0020
sky130_fd_sc_hd__dlxtn_1	12	0.0037
sky130_fd_sc_hd__o31ai_1	11	0.0017
sky130_fd_sc_hd__o221ai_1	10	0.0018
sky130_fd_sc_hd__o22ai_1	10	0.0013
sky130_fd_sc_hd__buf_2	9	0.00092
sky130_fd_sc_hd__inv_2	9	0.00069
sky130_fd_sc_hd__a211o_1	8	0.0014
sky130_fd_sc_hd__mux2i_1	8	0.0016
sky130_fd_sc_hd__a31o_2	7	0.0013
sky130_fd_sc_hd__a41oi_1	6	0.0011
sky130_fd_sc_hd__and4_1	6	0.0011
[cell families after synthesis]
| kind of cell | after synthesis | share of synthesized area |
|---|---|---|
| XOR/XNOR | 718 | 0.1342 |
| other | 2 | 0.0001532 |
| adder cells (fa/ha/maj) | 1485 | 0.4746 |
| latches | 12 | 0.003675 |
| AND-OR/OR-AND | 949 | 0.1236 |
| multiplexers | 11 | 0.002374 |
| AND/OR/NAND/NOR | 1697 | 0.1513 |
| buffers and inverters | 1430 | 0.1100 |
[through the flow]
step                hold WS (ns)  power (mW)
detailed placement         17.90       13.28
global placement           17.90       13.27
global route               17.98       14.86
CTS                        17.90       13.42
floorplan                  17.09       9.721
finish                     17.92       13.43
[critical path, delay by kind of cell]
family / cells / cell delay [ns]
fa+ha+maj: 17 / 7.31
buf+inv: 13 / 3.78
compound gates: 9 / 2.62
simple gates: 10 / 2.60
xor+xnor: 8 / 2.18
[worst max-delay path by stage]
stage         start              to  slack (ns)  cells past startpoint
global route   c[4]  result_0020[8]        6.08                     59
finish         c[4]  result_0020[8]        6.77                     57
CTS            c[4]  result_0020[9]        7.01                     57
[layout make-up]
cell class	count	area share
antenna	1	0.00004698
multi-input combinational	4864	0.8182
sequential	12	0.003383
timing repair buffer	292	0.04393
tap	2160	0.05074
inverter	1186	0.08373
[power groups by stage]
stage	logic (mW)	clock network [mW]	registers, mW
5_1_grt	14.8	0	0.0110
4_1_cts	13.4	0	0.0105
[cells in the final DEF (no fill, tap or decap), drive strengths merged, types with 7 or more instances in the layout]
cell / instances
xnor3: 20
a21oi: 312
xor2: 106
a21o: 104
nand2: 586
clkinv: 26
o21ai: 180
o221ai: 11
a211oi: 15
nand4: 16
a31oi: 28
a22oi: 13
dlxtn: 12
nor2: 656
nand3: 44
and3: 28
o211ai: 21
o21a: 36
a221oi: 14
nor2b: 37
nor3: 82
clkdlybuf4s50: 66
buf: 226
o22ai: 10
or2: 23
ha: 861
nor4: 27
xnor2: 592
mux2i: 9
and2: 98
o21bai: 88
a21boi: 22
fa: 624
or3: 23
a211o: 8
a31o: 7
inv: 1160
nand2b: 51
o31ai: 12
No activity file was given, so power comes from the tool's default toggle rates.
