===== design/flow/config.mk =====
export PLATFORM = sky130hd
export DESIGN_NAME = complex_datapath_0497
export DESIGN_NICKNAME = complex_datapath_0497
export VERILOG_FILES = /design/flow/design.v
export SDC_FILE = /design/flow/constraint.sdc
export NUM_CORES = 4
export LEC_CHECK = 1
export CORE_UTILIZATION = 30

===== design/flow/constraint.sdc =====
current_design complex_datapath_0497

set clk_period 33.2
set clk_io_pct 0.2

create_clock -name clk0 -period $clk_period

set non_clock_inputs [all_inputs -no_clocks]
set_input_delay [expr $clk_period * $clk_io_pct] -clock clk0 $non_clock_inputs
set_output_delay [expr $clk_period * $clk_io_pct] -clock clk0 [all_outputs]

===== design/flow/design.v =====
module complex_datapath_0497(
    input clk,
    input rst_n,
    input [13:0] a, b, c, d,
    input [7:0] mode,
    output reg [13:0] result_0497
);
    reg [13:0] internal0;
    reg [13:0] internal1;
    reg [13:0] internal2;
    reg [13:0] internal3;
    reg [13:0] internal4;
    reg [13:0] internal5;
    reg [13:0] internal6;
    reg [13:0] temp0;
    reg [13:0] temp1;
    reg [13:0] temp2;
    reg [13:0] temp3;
    reg [13:0] temp4;
    reg [13:0] temp5;
    always @(*) begin
        internal0 = ((c ? c : 12418) | (d - 14'd11593));
        internal1 = ((d | c) + (d ^ a));
        internal2 = ((a ^ b) | (b * 14'd6505));
        internal3 = ((a << 2) + (14'd5186 << 1));
        internal4 = ((b & b) + (14'd5715 * b));
        internal5 = (14'd2330 << 2);
        internal6 = ((d >> 1) << 2);
        case(mode[7:4])
            4'd0: begin
                temp0 = (((((internal3 & internal3) ^ (c ? a : 8388)) & ((c | internal5) & d)) ^ (internal5 ? ((internal2 * 14'd10266) + (a ? internal4 : 6666)) : 4890)) & (((14'd5874 | (internal3 - b)) >> 1) + internal5));
                temp1 = (internal5 & ((((b - a) * internal6) * ((internal2 << 1) >> 2)) >> 1));
            end
            4'd1: begin
                temp0 = (((internal6 ^ ((d - c) - (a ^ d))) - (((internal6 >> 3) | (b << 2)) | (14'd11105 ^ (~d)))) | ((((14'd9372 << 3) & (internal2 ^ internal4)) & ((~a) * c)) + (((14'd7331 >> 2) & internal3) ? ((14'd6481 >> 3) ? (internal3 * 14'd11353) : 12828) : 15357)));
                temp1 = (c >> 1);
                temp2 = (((((internal0 >> 2) + (14'd5358 ^ c)) * ((internal6 ^ 14'd10009) - (14'd4315 + internal1))) & ((~(d * a)) ^ ((internal0 << 3) & (14'd9768 & b)))) << 2);
            end
            4'd2: begin
                temp0 = (b ? ((d << 2) + (((internal6 ? internal5 : 777) ^ (internal2 - internal6)) ^ ((14'd1551 + a) | internal0))) : 14971);
                temp1 = (14'd9671 | (14'd14635 ? ((14'd11576 & (internal6 + 14'd5285)) + ((14'd8705 - b) | internal4)) : 8512));
                temp2 = (((((a >> 1) * (d * 14'd15265)) >> 3) + ((14'd11464 ^ (14'd1970 + internal0)) ? internal6 : 5114)) >> 1);
            end
            4'd3: begin
                temp0 = (internal6 - (internal5 << 3));
                temp1 = ((~(c & ((14'd984 + 14'd1427) | internal3))) << 2);
            end
            4'd4: begin
                temp0 = ((internal1 + internal4) ^ (a & ((~14'd6790) ? ((internal5 * internal3) << 3) : 10572)));
                temp1 = (~a);
            end
            4'd5: begin
                temp0 = (14'd5109 + 14'd1548);
                temp1 = (((~(14'd12634 + internal3)) | internal6) + ((~((~14'd10436) - (internal3 - internal0))) * (internal4 ^ (14'd10483 * (14'd3725 * internal6)))));
                temp2 = ((((internal1 + (internal2 * b)) ^ internal2) - (c ^ ((14'd13986 & internal1) | (internal0 << 2)))) + ((internal2 ^ (b << 3)) >> 2));
            end
            4'd6: begin
                temp0 = (internal6 ^ internal4);
                temp1 = (((((internal5 ? internal4 : 14208) * d) ^ internal4) ? (((a + a) >> 3) << 2) : 7178) * (~(((internal3 << 3) * (internal0 | internal0)) << 1)));
                temp2 = ((internal6 ^ (14'd9460 | ((a << 3) ? internal4 : 13294))) >> 3);
            end
            default: begin
                temp0 = ((temp1 ^ internal6) << 2);
            end
        endcase
        case(mode[3:0])
            4'd0: begin
                result_0497 = (((temp4 - ((temp0 >> 1) ^ (14'd5321 | temp2))) ^ ((temp0 | (internal6 >> 3)) - (14'd6456 & (14'd8514 ? temp3 : 13382)))) >> 2);
            end
            4'd1: begin
                result_0497 = ((((d << 1) - ((14'd6982 << 2) & (d ? internal6 : 7589))) + (((internal4 ? temp3 : 3593) & (temp4 * temp4)) * (14'd2452 + internal3))) - internal2);
            end
            4'd2: begin
                result_0497 = ((temp3 ? (internal5 ^ ((d + temp1) | (temp5 | internal5))) : 10985) * ((((d << 1) + (14'd10177 >> 2)) >> 2) << 2));
            end
            4'd3: begin
                result_0497 = ((internal2 * (((internal2 | 14'd8086) * internal5) >> 2)) * ((temp3 | temp4) + (((~temp1) * (internal4 | temp2)) | ((internal6 | internal4) ? internal0 : 14883))));
            end
            4'd4: begin
                result_0497 = ((((~(internal2 >> 2)) | internal2) & temp0) * internal0);
            end
            4'd5: begin
                result_0497 = ((internal1 >> 1) | (((~(d ? internal3 : 2374)) - internal6) >> 2));
            end
            4'd6: begin
                result_0497 = (internal3 ^ ((~((internal5 >> 2) >> 2)) * ((c >> 1) + ((c * internal0) << 2))));
            end
            default: begin
                result_0497 = ((~internal3) - (temp5 & internal3));
            end
        endcase
    end
endmodule

===== design/flow/run.sh =====
#!/bin/bash
# OpenROAD 26Q1-2900-gdf79404cd8, Yosys 0.63+post, stock flow scripts
make -C /OpenROAD-flow-scripts/flow DESIGN_CONFIG=/design/flow/config.mk WORK_HOME=/design/flow/orfs finish

==> summary.txt <==
The run has ended; figures from its reports follow.

The post-route total power is 0.09163 W. Dividing the final minimum period by the clock period gives 1.082. The critical path is of the in2out type. The type of destination of the critical path is an output pin. The post-layout worst setup margin came out at -2.735 ns. The standard-cell row count is 176. The floorplan die area came out at 234000 um2.

Together, buffers and inverters on the worst path number 25. The run finished, with violations left.

The internal power component is around 0.046 W. The remaining antenna violation count is 0. For this design, the slowest cell found on the critical path is sky130_fd_sc_hd__fa_2. The report puts the hold buffer count at CTS at 0. The total of max-cap violations came out at 0. In this run the tightest slew margin relative to its limit is 0.2652. The leakage power figure came out at 41.06 nW. VDD sags by at most 5200 uV.

The die height came out at 483.7 um. Total power normalized to cell area comes to between 1000 and 1500 nW/um2. The fraction of final layout cells sized beyond drive strength 1 is 0.1459.

The weighted congestion at the end of routability-driven global placement is approximately 1.1. The area share of the leading cell type in the synthesized netlist is 0.2735. The count of warning messages emitted by the tools came out at 141. For reference, the top cells by area after synthesis are sky130_fd_sc_hd__fa_1, sky130_fd_sc_hd__ha_1, sky130_fd_sc_hd__xnor2_1.

The overall fraction of global-route tracks in use came out at 0.2951. The final timing report lists a hold violation count of 0. The average footprint of a synthesized cell came out at 8.229 um2. In the synthesized netlist the async set-or-reset flop fraction comes to 0. The number of vias per cell came out at 5.041. The cell type group with the largest total delay on the critical path is adder cells.

The number of instances in the synthesized netlist is around 8500. The switching power share of the total came out at 0.4954. The number of distinct library cells after synthesis came out at 98. The achievable frequency came out at 27.83 MHz.

The net switching component of the power is 0.04539 W. The total number of yosys warnings is just over 70. For the worst min-delay path, the startpoint reported by OpenROAD is d[10]. In this run, synthesis produced a sequential element count of 26. The number of cells on the worst hold path is listed as 9. Looking at the critical path, the highest net fanout was 6. STA reports the tightest min-delay check as being of type in2out. Per the final report, max-transition violations number 0. The number of top-level pins is about 80. The number of global-route vias before repair came out at 62920. The number of enable flip-flop cells is 0. Recorded from the global router log, the overflow total was 0. The synthesized design spends more area on one cell type than any other, namely sky130_fd_sc_hd__fa_1. The smallest clock period supported by the final layout is computed as 35.94 ns.

The initial antenna violation count came out at 41. Between the synthesized netlist and the finished layout, the area growth was recorded as 17.88%. All stages included, the depth of the critical timing path comes to slightly above 90. The first detailed-routing pass ran for 5 iterations. The count of unclocked register or latch pins came out at 26.

The most used flip-flop cell after synthesis is sky130_fd_sc_hd__dlxtn_1. Per the finish-stage timing summary, setup violations number 5. The post-synthesis cell count from yosys came out at between 8000 and 9000. The worst setup path is launched from a primary input.

The count of endpoints without a timing constraint came out at 26. The core area came out at 230300 um2. The area figure in the yosys stat output is 69610 um2. The half-perimeter wire length after placement came out at 279300 um. The overall routed net length came out at ~330000 um. The width of the chip is 483.7 um. The maximum number of pins on one net before global-route repair is 45.

Hold analysis lists the worst path endpoint as result_0497[11]. The cell area after synthesis came out at 69610 um2. The required arrival time at the worst endpoint came out at 26.56 ns. The total number of vias is ~61000. The worst endpoint data arrival time came out at approximately 30 ns. The global-route wire length before repair came out at between 400000 and 500000 um. The largest single stage delay on the critical path is around 0.63 ns. Buffers placed on the I/O ports in this run total slightly below 80.

Setup repair after global routing could not meet its margin everywhere. The detailed router's first-iteration violation count came out at 3678. The worst-case hold slack came out at 14.55 ns.

The post-detailed-route DRC marker count is 0. The checks that failed: negative setup slack. The cell that appears most often on the critical path is sky130_fd_sc_hd__fa_1. The final routed wire length divided by cell count came out at around 27 um. The transition time of the tightest slew-check pin is 1.072 ns.

The floorplan utilization came out at 0.3022.
-- worst max-delay path by stage --
| stage | start | endpoint | slack, ns |
|---|---|---|---|
| after CTS | b[3] | result_0497[13] | -2.96 |
| after global routing | b[3] | result_0497[13] | -3.44 |
| final | b[3] | result_0497[13] | -2.74 |
-- flip-flops by register name, indices dropped and copies added, names as in the netlist --
name   cells
temp1     13
temp2     13
-- Yosys cell counts (58+ instances only) --
library cell and n:
sky130_fd_sc_hd__clkbuf_1 214, sky130_fd_sc_hd__nand2b_1 115, sky130_fd_sc_hd__a21o_1 142, sky130_fd_sc_hd__nand3_1 58, sky130_fd_sc_hd__o21ai_0 239, sky130_fd_sc_hd__fa_1 951, sky130_fd_sc_hd__a21oi_1 291, sky130_fd_sc_hd__and2_1 169
sky130_fd_sc_hd__xor2_1 196, sky130_fd_sc_hd__nand2_1 700, sky130_fd_sc_hd__nor2b_1 97, sky130_fd_sc_hd__xnor2_1 700, sky130_fd_sc_hd__nor3_1 92, sky130_fd_sc_hd__nor2_1 693, sky130_fd_sc_hd__inv_1 1581, sky130_fd_sc_hd__ha_1 1320
-- per-layer routing --
metal | routed length [um] | GRT usage | vias to the layer above
met5 | 211 | 0 | -
met4 | 19290 | 0.1271 | 36
met3 | 31730 | 0.09625 | 530
met2 | 142400 | 0.4391 | 2203
met1 | 138800 | 0.3970 | 30360
li1 | - | - | 28360
-- power by group through the flow --
stage	Combinational (W)	Clock [W]	Sequential [W]
after CTS	0.0874	0	0.000108
after global routing	0.0980	0.0000000000278	0.000113
-- kinds of logic (layout without fill, tap and decap cells) --
| family | Yosys count | after routing | synth area share |
|---|---|---|---|
| other | 2 | 17 | 0.0001079 |
| latches | 26 | 26 | 0.005608 |
| buffers and inverters | 1917 | 2615 | 0.1038 |
| AOI/OAI and AO/OA | 1134 | 1134 | 0.1072 |
| muxes | 33 | 33 | 0.004853 |
| xor gates and xnor gates | 936 | 936 | 0.1254 |
| adders and majority gates | 2271 | 2271 | 0.5108 |
| and+or+nand+nor | 2140 | 2140 | 0.1423 |
-- per-stage QoR --
step / setup slack [ns] / cells / cell area [um2] / utilization / TNS [ns]
finish: -2.735 / 12200 / 82050 / 0.3562 / -7.765
global route: -3.438 / 12190 / 82030 / 0.3561 / -12.09
CTS: -2.956 / 12180 / 81430 / 0.3535 / -10.40
detailed placement: -4.724 / 12120 / 79920 / 0.3470 / -19.42
global placement: -4.883 / 12120 / 79920 / 0.3470 / -20.02
floorplan: -1.144 / 8459 / 70130 / - / -1.144
-- layout by cell type, fill, tap and decap left out, drive strengths merged, types with 27 or more instances in the layout --
master	n
o21ai	244
o21bai	53
ha	1320
nand2	700
or3	34
or2	46
nor2	693
clkdlybuf4s50	48
nand3	60
a31oi	42
inv	1591
nand2b	115
o21a	47
a211oi	45
xor2	197
clkinv	35
buf	937
xnor2	703
and2	170
fa	951
xnor3	33
o211ai	29
nor3	92
a21o	142
a21oi	292
nor2b	97
mux2i	27
-- what timing repair did --
action                                 4_1_cts  5_1_grt
cloned                                       0        0
gates resized                              270      133
setup endpoints to repair                    7        7
endpoints found under the hold margin        0        0
buffers inserted                            61       16
pin swaps                                  195      125
-- final cells by class --
class	count	area, um2
well taps	3026	3786
flip-flops and latches	26	390.4
inverters	1627	6143
diodes	15	37.54
multi-input cells	6516	63910
fillers	23500	148300
repair buffers	988	7790
Power and IR drop assume default switching activity.
