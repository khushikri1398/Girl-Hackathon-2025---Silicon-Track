`./run.sh`:
```
#!/bin/bash
# OpenROAD 26Q1-2900-gdf79404cd8, Yosys 0.63+post, stock flow scripts
make -C /OpenROAD-flow-scripts/flow DESIGN_CONFIG=/design/flow/config.mk WORK_HOME=/design/flow/orfs finish
```
`./config.mk`:
```
export PLATFORM = sky130hd
export DESIGN_NAME = complex_datapath_0118
export DESIGN_NICKNAME = complex_datapath_0118
export VERILOG_FILES = /design/flow/design.v
export SDC_FILE = /design/flow/constraint.sdc
export NUM_CORES = 4
export LEC_CHECK = 1
export CORE_UTILIZATION = 40
```
`./constraint.sdc`:
```
current_design complex_datapath_0118

set clk_period 37.9
set clk_io_pct 0.2

create_clock -name clk0 -period $clk_period

set non_clock_inputs [all_inputs -no_clocks]
set_input_delay [expr $clk_period * $clk_io_pct] -clock clk0 $non_clock_inputs
set_output_delay [expr $clk_period * $clk_io_pct] -clock clk0 [all_outputs]
```
`./design.v`:
```
module complex_datapath_0118(
    input clk,
    input rst_n,
    input [13:0] a, b, c, d,
    input [7:0] mode,
    output reg [13:0] result_0118
);
    reg [13:0] internal0;
    reg [13:0] internal1;
    reg [13:0] internal2;
    reg [13:0] internal3;
    reg [13:0] internal4;
    reg [13:0] internal5;
    reg [13:0] internal6;
    reg [13:0] temp0;
    reg [13:0] temp1;
    reg [13:0] temp2;
    reg [13:0] temp3;
    reg [13:0] temp4;
    reg [13:0] temp5;
    always @(*) begin
        internal0 = ((a * c) << 1);
        internal1 = (14'd10243 * (14'd6055 << 1));
        internal2 = ((14'd9693 + d) ? (14'd12302 << 3) : 2213);
        internal3 = ((b ? 14'd12655 : 5201) & b);
        internal4 = ((14'd2352 << 3) * (b << 3));
        internal5 = ((14'd11743 + c) & (b ? 14'd3918 : 9076));
        internal6 = ((d & 14'd2072) ? b : 9058);
        case(mode[7:4])
            4'd0: begin
                temp0 = (((((14'd7978 * internal6) + internal6) | ((internal3 & internal5) + (a ? internal4 : 16009))) - 14'd15967) << 3);
                temp1 = (((((internal5 >> 2) ? (b << 3) : 9324) + (internal1 - (c + c))) << 2) & (~(d ^ 14'd8703)));
            end
            4'd1: begin
                temp0 = (~a);
            end
            4'd2: begin
                temp0 = ((((internal3 ? 14'd95 : 14067) * ((b << 1) & (14'd9419 ? d : 12591))) & c) | (14'd8632 << 1));
            end
            4'd3: begin
                temp0 = (a ? ((~internal1) - internal3) : 2075);
            end
            4'd4: begin
                temp0 = (((d ? ((internal2 * internal0) ^ (internal6 >> 3)) : 15433) & (internal4 * c)) + ((~(b << 3)) - (((internal6 * internal6) >> 2) << 1)));
                temp1 = (internal6 >> 1);
                temp2 = ((((14'd12462 - 14'd15266) ^ ((internal6 ? internal4 : 5953) + (14'd266 + internal0))) ? (internal2 - internal5) : 9505) >> 1);
            end
            4'd5: begin
                temp0 = (((((internal1 ^ internal4) * (internal2 | internal5)) & ((internal6 & 14'd5913) ? (internal6 << 3) : 5346)) * ((internal1 - (internal0 - internal4)) | ((a >> 2) - (14'd4329 ? 14'd14041 : 6079)))) * ((internal4 - ((b ? internal6 : 3340) ? (internal1 | 14'd3376) : 13738)) * (((internal6 >> 3) * 14'd1329) - ((internal0 >> 2) & (internal2 >> 1)))));
            end
            4'd6: begin
                temp0 = (((internal1 * 14'd7088) | (((14'd3424 ? internal3 : 11023) * (14'd1986 & internal6)) ? 14'd9093 : 317)) * ((internal3 + internal2) >> 3));
                temp1 = (((((internal6 ? 14'd13725 : 14369) * internal2) >> 1) ^ (((internal2 | internal5) - (b >> 3)) & (b & 14'd9746))) & ((((internal1 + internal5) >> 1) >> 2) ^ internal2));
                temp2 = (((d ^ ((14'd10630 | internal3) ^ (internal3 | internal1))) - (((internal2 << 2) << 1) << 2)) ? (((14'd3031 * (14'd9842 - internal3)) * ((internal1 << 1) ? (internal0 >> 1) : 7991)) | (((d >> 1) ^ 14'd13622) * (a << 2))) : 2057);
            end
            default: begin
                temp0 = ((temp5 >> 3) | (temp3 * internal5));
            end
        endcase
        case(mode[3:0])
            4'd0: begin
                result_0118 = ((temp4 + ((internal2 & (14'd6883 & 14'd12738)) + d)) & temp4);
            end
            4'd1: begin
                result_0118 = (14'd13366 | internal5);
            end
            4'd2: begin
                result_0118 = (((internal2 ? temp4 : 7595) & ((temp3 + (14'd4911 + temp2)) * a)) * temp0);
            end
            4'd3: begin
                result_0118 = (c + (~(((temp2 ? temp5 : 15760) >> 3) * ((b << 1) * (internal0 << 2)))));
            end
            4'd4: begin
                result_0118 = (~((((temp2 * temp5) & (internal4 * c)) & ((b & b) << 1)) * (((internal6 - temp2) ^ (internal0 - temp5)) * ((14'd1286 + internal3) >> 2))));
            end
            4'd5: begin
                result_0118 = (((temp5 | ((a ^ temp2) ^ 14'd5774)) | temp4) ? (((14'd7600 * (c ^ d)) - ((internal0 * internal4) * (internal5 - c))) + (((temp4 << 1) - (internal4 ^ temp3)) >> 1)) : 5179);
            end
            4'd6: begin
                result_0118 = (((~((~internal0) >> 1)) << 2) | (~(~((temp5 << 2) >> 1))));
            end
            default: begin
                result_0118 = (internal4 + (c & a));
            end
        endcase
    end
endmodule
```
==> reports/qor.csv <==
stage,metric,value,unit
logic_synthesis,synth_async_sr_flop_share,0,%
final_layout,sequential_cell_area,60.1,sq um
setup_path,worst-endpoint-arrival,28.35,ns
clock_tree,post_cts_buffers,0,
timing,finalCriticalPeriod,35.93,ns
route,drtAntennaViolNets,0,
floorplanning,io_pins,80,
logic_synthesis,top_cell,inv_1,
floorplanning,core.rowCount,111,
logic_synthesis,yosys-top-cells-count,"inv_1, ha_1, fa_1",
logic_synthesis,synth-edff-count,0,
place,gp_congestion,0.996,
timing,final_hold_viol_count,0,
logic_synthesis,yosys_cell_count,4413,
timing,worst-slew-pin-transition,0.965,ns
global_routing,overflow_left_after_global_routing,0,
global_routing,antenna_found_initial,6,
global_routing,vias_in_the_first_global_route,29300,
route,insertedDiodeCount,0,
setup_path,timing.critical_path.from_type,input pin,
route,first_iter_violations,1438,
place,placement.io_buffers,78,
final_layout,areaGrowthSynthToFinish,6.96,%
global_routing,maximum_number_of_pins_on_one_net_before_global_route_repair,35,
route,route.vias.total,28900,
logic_synthesis,synth_area_per_cell,8.39,sq um
setup_path,cp_max_fo,17,
timing,count_of_unclocked_register_or_latch_pins,4,
route,detailedRoute.firstPassIterationCount,6,
timing,setup-tns-final,0,ns
clock_tree,total_of_cells_resized_after_clock_tree_synthesis,0,
setup_path,kind_of_end_point_of_the_critical_path,output port,
setup_path,worstSetupStartpoint,a[4],
global_routing,grt_use_total,24.3,%
logic_synthesis,ys_ff,4,
final_layout,combinational_cell_area_excluding_buffers_and_inverters,32900,sq um
run,cap_viol_max_count,0,
final_layout,flip_flop_count_of_the_largest_register_all_copies_and_words_added,4,
clock_tree,post_cts_hold_buffer_count,0,
floorplanning,fp.coreArea,91700,sq um
logic_synthesis,commonest_register_cell_after_synthesis,dlxtn_1,
route,drc,0,
floorplanning,die.size.x,306,um
global_routing,grt_first_pass_wirelength,168,mm
logic_synthesis,synth_largest_type_area_fraction,28.3,%
timing,slew_viol_final,0,
logic_synthesis,summed_standard_cell_area_reported_by_yosys,37000,sq um
place,place_hpwl,87.2,mm
setup_path,cp_top_family,adder cells,
floorplanning,die_height,306,um
route,drt-vias-per-instance,5.10,
final_layout,final_cells,5675,
setup_path,critical_path_cell_count,68,
floorplanning,floorplan.core_util,40.4,%
timing,timing.slew.headroom,35.0,%
route,detailed_route_wire_length,105,mm
run,log.warning_count,58,
setup_path,worstSetupPathType,input pin to output port,
setup_path,critical_path.max_stage_delay,0.76,ns
place,dp.cells,5675,
timing,finalSetupViolations,0,
setup_path,crit_slowest_cell,clkdlybuf4s50_1,
timing,final_min_period_over_clock_period,94.8,%
floorplanning,dieArea,93800,sq um
setup_path,cp_num_buf_inv,12,
setup_path,worst-endpoint-required,30.32,ns
logic_synthesis,netlist_top_cells_area,"fa_1, ha_1, inv_1, xnor2_1, nand2_1",
timing,grt_setup_unrepaired,false,
logic_synthesis,post_synth_inst_count,4413,
timing,maxClockFrequency,27.8,MHz
logic_synthesis,yosysTopAreaCell,fa_1,
logic_synthesis,synth_cell_types,90,
route,drt-wirelength-per-cell,18.5,um
run_status,status,"complete, no violations",
final_layout,post_route_cells_drive_above_1_share,3.19,%
logic_synthesis,netlist_area,37000,sq um
worst_hold_path,min_path_type,input pin to output port,
timing,unconstrained_endpoints,4,
logic_synthesis,yosys_warnings,57,
final_layout,layout.filler_cells,9112,
setup_path,endpoint,result_0118[13],
[cells in the final DEF, fill, tap and decap left out, types with 33 or more instances in the layout]
cell type,n
nand2b_1,82
ha_1,792
inv_1,971
nor2b_1,39
nand2_1,315
xor2_1,115
a21o_1,39
nor2_1,302
fa_1,524
a21oi_1,136
buf_4,95
clkdlybuf4s50_1,76
and2_1,118
xnor2_1,351
conb_1,33
nor3_1,52
o21bai_1,33
o21ai_0,81
[per-stage QoR]
| stage | hold slack (ns) | setup slack [ns] | area, sq um | util, % |
|---|---|---|---|---|
| detailed placement | 16.44 | 1.97 | 39600 | 43.2 |
| finish | 16.45 | 1.97 | 39600 | 43.2 |
| global route | 16.47 | 1.07 | 39600 | 43.2 |
| CTS | 16.44 | 1.85 | 39600 | 43.2 |
| global placement | 16.43 | 1.88 | 39600 | 43.2 |
| floorplan | 15.27 | 5.23 | 37200 | - |
[worst min-delay path by stage]
stage	startpoint	to	slack, ns	cells after the start
6_report	a[8]	result_0118[8]	16.45	5
5_1_grt	a[8]	result_0118[8]	16.47	5
4_1_cts	a[8]	result_0118[8]	16.44	5
[worst min-delay path: cells and delay by family]
family / cells / cell delay, ns
buffers and inverters: 3 / 1.03
AND-OR/OR-AND: 2 / 0.25
[area by class of cell]
| class | instances | share of cell area, % |
|---|---|---|
| timing repair buffer | 173 | 3.75 |
| multi-input combinational | 3329 | 83.0 |
| inverter | 983 | 9.31 |
| sequential | 4 | 0.152 |
| tap | 1186 | 3.75 |
[cells by family (layout without fill, tap and decap cells)]
group / Yosys count / in the layout / share of synthesized area [%]
adder cells (fa/ha/maj): 1316 / 1316 / 55.1
buffers and inverters: 1111 / 1156 / 11.4
AND/OR/NAND/NOR: 1047 / 1047 / 13.7
XOR/XNOR: 479 / 479 / 11.8
AND-OR/OR-AND: 448 / 448 / 7.77
multiplexers: 6 / 6 / 0.166
latches: 4 / 4 / 0.162
other: 2 / 33 / 0.0203
[metal layers]
layer / part of all wire [%] / GRT usage (%) / up-vias
li1: - / - / 14000
met2: 45 / 37.9 / 750
met1: 45 / 35.8 / 14100
met3: 7.6 / 5.66 / 126
met5: 0.032 / 0 / -
met4: 2.1 / 3.90 / 6
