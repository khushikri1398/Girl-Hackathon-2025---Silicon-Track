--- ./run.sh ---
#!/bin/bash
# OpenROAD 26Q1-2900-gdf79404cd8, Yosys 0.63+post, stock flow scripts
make -C /OpenROAD-flow-scripts/flow DESIGN_CONFIG=/design/flow/config.mk WORK_HOME=/design/flow/orfs finish
--- ./config.mk ---
export PLATFORM = sky130hd
export DESIGN_NAME = complex_datapath_0983
export DESIGN_NICKNAME = complex_datapath_0983
export VERILOG_FILES = /design/flow/design.v
export SDC_FILE = /design/flow/constraint.sdc
export NUM_CORES = 4
export LEC_CHECK = 1
export CORE_UTILIZATION = 30
--- ./constraint.sdc ---
current_design complex_datapath_0983

set clk_period 30.3
set clk_io_pct 0.2

create_clock -name clk0 -period $clk_period

set non_clock_inputs [all_inputs -no_clocks]
set_input_delay [expr $clk_period * $clk_io_pct] -clock clk0 $non_clock_inputs
set_output_delay [expr $clk_period * $clk_io_pct] -clock clk0 [all_outputs]
--- ./design.v ---
module complex_datapath_0983(
    input clk,
    input rst_n,
    input [13:0] a, b, c, d,
    input [7:0] mode,
    output reg [13:0] result_0983
);
    reg [13:0] internal0;
    reg [13:0] internal1;
    reg [13:0] internal2;
    reg [13:0] internal3;
    reg [13:0] internal4;
    reg [13:0] internal5;
    reg [13:0] internal6;
    reg [13:0] temp0;
    reg [13:0] temp1;
    reg [13:0] temp2;
    reg [13:0] temp3;
    reg [13:0] temp4;
    reg [13:0] temp5;
    always @(*) begin
        internal0 = ((d & 14'd14019) + (a << 1));
        internal1 = (c ? (b ^ 14'd9439) : 10316);
        internal2 = ((b * 14'd2046) | (a << 2));
        internal3 = ((b << 1) << 1);
        internal4 = ((d & 14'd10947) ? c : 15438);
        internal5 = (~(b + 14'd11595));
        internal6 = (~14'd2684);
        case(mode[7:4])
            4'd0: begin
                temp0 = (((internal2 - ((internal2 << 1) | d)) - (~b)) >> 3);
                temp1 = (((internal1 | ((a * 14'd12463) & (14'd671 & b))) ? (c & ((~d) | (internal6 * internal4))) : 16364) ? ((~((~a) ? (a + internal5) : 9147)) + (((internal2 ^ internal0) << 3) << 3)) : 619);
                temp2 = (b ^ ((internal0 ? ((internal2 | c) + (14'd13440 * a)) : 9063) & internal5));
            end
            4'd1: begin
                temp0 = (internal1 >> 3);
                temp1 = (14'd11160 * (14'd9413 * (~internal6)));
                temp2 = (internal3 + (((internal6 - a) | ((c << 1) + 14'd1130)) | (((c ? internal4 : 8864) ? (internal6 * 14'd7438) : 15401) + (a ^ (internal6 ^ internal5)))));
            end
            4'd2: begin
                temp0 = (((~internal3) & internal1) << 1);
                temp1 = (((((~internal4) - (internal3 ^ internal6)) >> 3) & ((~d) ^ (~(internal2 * internal4)))) & ((((internal2 - internal3) ^ internal1) ? (internal5 - c) : 12252) + internal6));
            end
            4'd3: begin
                temp0 = (internal5 & internal5);
            end
            4'd4: begin
                temp0 = ((~(((d * internal4) * (d >> 2)) << 1)) & ((((internal2 << 2) ? (internal0 + internal5) : 7513) | (~(internal6 - b))) | internal3));
            end
            4'd5: begin
                temp0 = (((((d ? c : 13283) | (internal2 | internal0)) ? ((internal3 ? c : 9937) * internal2) : 6895) * ((d - (internal5 & internal3)) ^ ((~b) << 3))) | (~internal4));
                temp1 = (14'd6983 ^ ((d ^ ((d << 3) ^ (~internal6))) + d));
            end
            4'd6: begin
                temp0 = (((((c ^ internal2) ^ (d ? internal6 : 8301)) ^ ((internal2 ? 14'd15501 : 9606) >> 2)) << 2) >> 3);
                temp1 = (~((((internal1 ? 14'd13550 : 14457) - (internal3 << 2)) | ((d ^ internal6) ^ (internal1 ? internal3 : 2644))) << 3));
            end
            default: begin
                temp0 = ((temp5 ^ 14'd5854) - (temp5 ^ internal2));
            end
        endcase
        case(mode[3:0])
            4'd0: begin
                result_0983 = (((((internal0 | temp3) * (b >> 2)) - ((temp1 >> 3) ? (temp2 >> 3) : 8213)) * (((internal5 << 2) & temp1) << 1)) << 3);
            end
            4'd1: begin
                result_0983 = ((c * (((internal4 & a) ? (temp1 >> 1) : 4381) + ((~c) * (~internal4)))) * (internal1 + ((~temp3) - temp3)));
            end
            4'd2: begin
                result_0983 = ((internal3 >> 3) & ((~((internal4 | 14'd5755) + (internal3 ^ internal1))) | internal1));
            end
            4'd3: begin
                result_0983 = (((((temp3 * 14'd8440) * (temp2 * c)) >> 3) >> 2) >> 3);
            end
            4'd4: begin
                result_0983 = (((((14'd359 >> 2) | (a + 14'd13966)) | ((temp0 - temp1) - a)) - (temp0 | internal0)) | (~(((temp3 & internal3) ? 14'd11011 : 10225) + ((c << 2) + (~temp5)))));
            end
            4'd5: begin
                result_0983 = (internal4 ? ((((internal3 >> 1) * (temp2 + 14'd14097)) << 1) | d) : 8576);
            end
            4'd6: begin
                result_0983 = (temp4 - (~(a << 2)));
            end
            default: begin
                result_0983 = (internal2 ? (c << 3) : 14524);
            end
        endcase
    end
endmodule
==> job_summary.md <==
### Flow metrics

| Metric | Value |
|---|---|
| Routed met3 length | `15200 um` |
| Post-CTS Hold Fix Bufs | `0` |
| # Max-Cap Violations | `0` |
| Worst-margin pin slew | `0.931 ns` |
| Port bufs | `78` |
| Core area | `0.113 mm2` |
| Row count | `123` |
| Post-synth ARST share | `0%` |
| Leak Pwr | `18.5 nW` |
| Final setup fails | `0` |
| Post-synth EDFFs | `0` |
| Cells after Synth | `4330` |
| All-Layer GR Usage | `25.6%` |
| Mapped cell area | `0.0342 mm2` |
| Critical path's slowest cell | `or4_4` |
| Most used DFF post-synth | `dlxtn_1` |
| Register pins left without a clock | `26` |
| Fmax | `0.0341 GHz` |
| Crit path kind | `in -> out` |
| RSZ-0062 raised after global routing | `no` |
| Commonest Layout Cell | `inv_1` |
| Biggest area cells | `fa_1 23%, ha_1 21%, xnor2_1 9.2%` |
| Worst Setup End Kind | `primary output` |
| Initial antenna violation count | `9` |
| CP Launch Type | `input port` |
| Residual DRC | `0` |
| CP max FO | `9` |
| CP dominant cell by count | `fa_1` |
| First-pass DRT Iterations | `6` |
| DRT iter0 DRCs | `2595` |
| Via count | `31500` |
| First-pass GRT wire length | `209000 um` |
| VDD IR max | `1.04 mV` |
| Met1 wire length | `60800 um` |
| Tool Warnings | `92` |
| Final-layout fill cell count | `11800` |
| Outcome | `finished, final reports clean` |
| Routed WL per cell | `24.1 um` |
| Largest net degree at the start of global routing | `30` |
| Most frequent cells in the layout | `679 x inv_1, 574 x ha_1, 398 x nand2_1` |
| Die span in y | `340 um` |
| Final count of hold timing violations | `0` |
| Init Core Util | `30.3%` |
| Synth warn | `71` |
| Via density | `5.27` |
| Worst slew margin | `37.3%` |
| Total gr overflow | `0` |
| HPWL after DPL | `118000 um` |
| Setup_tns | `0 ns` |
| Routability cong. | `1.12` |
| Remaining antenna violation count | `0` |
| Endpoints left unconstrained | `26` |
| Ys cells | `4330` |
| Sw power | `10.2 mW` |
| Cell Type Count | `104` |
| Fin crit share | `96.6%` |
| Vias in the first global route | `30500` |
| CP arrival | `23.22 ns` |
| Synthesized flop and latch total | `26` |
| Switching portion of total power | `56.5%` |
| Max Slew Vio Count | `0` |
| CP peak stage delay | `0.64 ns` |
| Minimum clock period | `29.28 ns` |
| DR top layer | `met5` |
| Die width | `340 um` |
| Met2 Routed Length | `60600 um` |
| Area leader, netlist | `fa_1` |
| Synth-to-Final Area Change | `11.3%` |
| Total power per unit cell area | `472 mW/mm2` |
| Synth top area share | `23.5%` |
| Internal | `7.83 mW` |
| Die area | `0.115 mm2` |
| Final core utilization | `33.8%` |
| IO Count | `80` |
| Worst hold margin | `13.14 ns` |
| YS chip area | `0.0342 mm2` |
| Crit path DRT | `24.24 ns` |
| Final wirelength | `144000 um` |
| Power, Total | `18.0 mW` |
| Synth Area per Inst | `7.90 um2` |
| Hold Crit Class | `in -> out` |
| Share of cells above drive strength 1 | `7.23%` |
## per-layer routing
metal	track usage, %	vias to the layer above
li1	-	14500
met1	36.0	15300
met2	37.5	1416
met3	7.90	290
met4	9.47	6
met5	0	-
## through the flow
stage               area (um2)  worst slack, ns  cells
detailed placement       37900           -0.135   5962
CTS                      37900          0.00486   5962
global route             38100            0.274   5966
finish                   38100             1.02   5968
global placement         37900           -0.134   5962
floorplan                34200             1.53   4330
## synth_stat cells, types with 54 or more instances
cell / number
nand2_1: 398
nor2_1: 367
o21ai_0: 146
a21o_1: 60
fa_1: 401
nor3_1: 64
xor2_1: 126
and2_1: 54
nand3_1: 64
a21oi_1: 219
ha_1: 577
inv_1: 680
xnor2_1: 359
clkbuf_1: 132
## flip-flops by register name, indices dropped and copies added, names as in the netlist
| name | flops |
|---|---|
| temp1 | 14 |
| temp2 | 12 |
## repair_timing
action                     CTS  global route
pin swaps                    0            43
resized                      2            32
setup endpoints to repair    1             1
buffers inserted             0             3
## logic make-up after synthesis
logic type	synth area share (%)
latches	1.14
AOI/OAI and AO/OA	14.2
adders and majority gates	44.6
muxes	0.530
xor gates and xnor gates	13.4
and+or+nand+nor	16.6
buffers and inverters	9.58
## layout make-up
class                      instances  area, um2  share of cell area [%]
antenna                            3       7.51                  0.0197
inverter                         697       2620                    6.87
multi-input combinational       3442      30700                    80.7
sequential                        26        390                    1.03
tap                             1500       1880                    4.93
timing repair buffer             300       2450                    6.45
## critical path, delay by kind of cell
family | cells | cell delay [ns]
AOI/OAI and AO/OA | 7 | 1.40
and+or+nand+nor | 7 | 2.04
adders and majority gates | 25 | 9.84
xor gates and xnor gates | 12 | 1.95
buffers and inverters | 17 | 1.90
## worst paths after layout
path,from,to,slack (ns),cells after the start
max,b[5],result_0983[13],1.02,68
min,mode[3],result_0983[13],13.14,3
Power figures rest on the tool's default switching activity, not on a simulated workload.
